--- ./run.sh ---
#!/bin/bash
# OpenROAD 26Q1-2900-gdf79404cd8, Yosys 0.63+post, stock flow scripts
make -C /OpenROAD-flow-scripts/flow DESIGN_CONFIG=/design/flow/config.mk WORK_HOME=/design/flow/orfs finish
--- ./config.mk ---
export PLATFORM = sky130hd
export DESIGN_NAME = elevator_controller
export DESIGN_NICKNAME = elevator_controller
export VERILOG_FILES = /design/flow/design.v
export SDC_FILE = /design/flow/constraint.sdc
export NUM_CORES = 4
export LEC_CHECK = 1
export CORE_AREA = 10 10 84 84
export DIE_AREA = 0 0 94 94
--- ./constraint.sdc ---
current_design elevator_controller

set clk_period 1.8
set clk_io_pct 0.2

create_clock -name clk0 -period $clk_period [get_ports {clk}]

set non_clock_inputs [all_inputs -no_clocks]
set_input_delay [expr $clk_period * $clk_io_pct] -clock clk0 $non_clock_inputs
set_output_delay [expr $clk_period * $clk_io_pct] -clock clk0 [all_outputs]
--- ./design.v ---
`timescale 1ns / 1ps
module elevator_controller (
    input clk,
    input reset,
    input  [3:0] inside_request,
    input  [3:0] call_up,
    input  [3:0] call_down,
    output reg [1:0] current_floor,
    output reg moving_up,
    output reg moving_down,
    output reg door_open
);
    parameter FLOORS = 4;
    parameter IDLE = 2'b00,
              UP   = 2'b01,
              DOWN = 2'b10,
              DOOR = 2'b11;
    reg [1:0] state, next_state;
    reg  [3:0] pending_requests;
    wire [3:0] new_requests;
    assign new_requests = inside_request | call_up | call_down;
    integer i;
    reg req_above, req_below;
    always @(posedge clk or posedge reset) begin
        if (reset)
            pending_requests <= 4'b0000;
        else
            pending_requests <= pending_requests | new_requests;
    end
    always @(*) begin
        req_above = 0;
        req_below = 0;
        for (i = 0; i < FLOORS; i = i + 1) begin
            if (i > current_floor && pending_requests[i])
                req_above = 1;
            else if (i < current_floor && pending_requests[i])
                req_below = 1;
        end
    end
    always @(*) begin
        next_state = state;
        case (state)
            IDLE: begin
                if (pending_requests[current_floor])
                    next_state = DOOR;
                else if (req_above)
                    next_state = UP;
                else if (req_below)
                    next_state = DOWN;
            end
            UP: begin
                if (pending_requests[current_floor])
                    next_state = DOOR;
                else if (!req_above && req_below)
                    next_state = DOWN;
                else if (!req_above && !req_below)
                    next_state = IDLE;
            end
            DOWN: begin
                if (pending_requests[current_floor])
                    next_state = DOOR;
                else if (!req_below && req_above)
                    next_state = UP;
                else if (!req_above && !req_below)
                    next_state = IDLE;
            end
            DOOR: begin
                next_state = IDLE;
            end
        endcase
    end
    always @(posedge clk or posedge reset) begin
        if (reset)
            state <= IDLE;
        else
            state <= next_state;
    end
    always @(posedge clk or posedge reset) begin
        if (reset) begin
            current_floor <= 0;
            moving_up <= 0;
            moving_down <= 0;
            door_open <= 0;
        end else begin
            moving_up <= 0;
            moving_down <= 0;
            door_open <= 0;
            case (state)
                IDLE: begin end
                UP: begin
                    moving_up <= 1;
                    if (current_floor < FLOORS-1)
                        current_floor <= current_floor + 1;
                end
                DOWN: begin
                    moving_down <= 1;
                    if (current_floor > 0)
                        current_floor <= current_floor - 1;
                end
                DOOR: begin
                    door_open <= 1;
                    pending_requests[current_floor] <= 0;
                end
            endcase
        end
    end
endmodule
==> flow_metrics.tcl <==
# metrics dict for downstream scripts
set metrics [dict create \
    synth_top_cell_by_area "dfrtp_1" \
    outcome "aborted with a tool error" \
    synth-warning-count 1 \
    synth_top_flop_cell "dfrtp_1" \
    yosysSeqAreaShare_pct 57.8 \
    top_area_share_pct 38.8 \
    yosysCellCount 59 \
    edf_count 4 \
    topCellsByArea "dfrtp_1, edfxtp_1, ha_1" \
    synth_cell_types 25 \
    ys_ff 17 \
    synthArstFlopShare_pct 76.5 \
    error "ERROR: Found 4 problems in 'check -assert'." \
    synthTopCellsByCount "dfrtp_1, ha_1, inv_1, edfxtp_1, or4_1" \
    haltStage "synthesis (1_2_yosys)" \
    ys_chip_area_sq_um 773 \
    yosysMostFrequentCell "dfrtp_1" \
]
[kinds of logic after synthesis]
| family | synth area share, % |
|---|---|
| buffers and inverters | 2.43 |
| DFF | 57.8 |
| xor gates and xnor gates | 1.13 |
| AOI/OAI and AO/OA | 13.1 |
| muxes | 2.91 |
| and+or+nand+nor | 12.9 |
| adders and majority gates | 9.71 |
